==> design/flow/design.v <==
module smart_doorbell_top( 
input wire clk, reset, input wire [7:0] knock_in, mic_signal, 
input wire button,  
output reg led, vibration,  
output wire camera_active,  
output reg light_output ); 
wire knock_detected, mic_detected;  
parameter KNOCK_THRESHOLD = 8'd75; 
parameter MIC_THRESHOLD = 8'd150;  
assign knock_detected = (knock_in > KNOCK_THRESHOLD);  
assign mic_detected = (mic_signal > MIC_THRESHOLD);  
assign camera_active = 1'b1; 
always @(posedge clk or posedge reset) begin 
if (reset) begin led <= 0; vibration <= 0; light_output <= 1;  
end  
else begin led <= knock_detected || mic_detected || button; vibration <= led;  
light_output <= ~led;  
end  
end  
endmodule
==> design/flow/run.sh <==
#!/bin/bash
# OpenROAD 26Q1-2900-gdf79404cd8, Yosys 0.63+post, stock flow scripts
make -C /OpenROAD-flow-scripts/flow DESIGN_CONFIG=/design/flow/config.mk WORK_HOME=/design/flow/orfs finish
==> design/flow/config.mk <==
export PLATFORM = sky130hd
export DESIGN_NAME = smart_doorbell_top
export DESIGN_NICKNAME = smart_doorbell_top
export VERILOG_FILES = /design/flow/design.v
export SDC_FILE = /design/flow/constraint.sdc
export NUM_CORES = 4
export LEC_CHECK = 1
export CORE_AREA = 10 10 70 70
export DIE_AREA = 0 0 80 80
export SYNTH_HDL_FRONTEND = slang
==> design/flow/constraint.sdc <==
current_design smart_doorbell_top

set clk_period 1.0
set clk_io_pct 0.2

create_clock -name clk0 -period $clk_period [get_ports {clk}]

set non_clock_inputs [all_inputs -no_clocks]
set_input_delay [expr $clk_period * $clk_io_pct] -clock clk0 $non_clock_inputs
set_output_delay [expr $clk_period * $clk_io_pct] -clock clk0 [all_outputs]
==> out/summary.txt <==
Status: finished, violations left
Failing checks: setup timing
Layout Skew: 0.00249 ns
First-pass GRT wire length: 1.10 mm
Worst setup EP type: output port
Total global-route track usage: 0.0239
CTS Hold Bufs: 0
Post-CTS setup buffers: 0
Syn Inst Count: 12
Die W: 80 um
Final Critical Period: 1.01 ns
P&R area growth vs syn: 179%
Buffers added on ports: 19
Sequential area share after synthesis: 0.540
Num CTS Buffers: 3
Synth Warn #: 0
Critical Path AT: 0.81 ns
# setup viols final: 2
CTS tree: done
Max stage delay cell, worst path: dfstp_2
Bufs on Longest Clock Path: 2
Avg WL per Cell: 9.20 um
Post-synth top area share: 0.354
Startpoint types: flip-flop
P per Cell Area: 1050 mW/mm^2
Yosys cell count: 12
Initial antenna violation count: 0
CTS root buf: clkbuf_4
Core Density at Floorplan: 0.0414
Largest net degree at the start of global routing: 4
Mean post-synth cell area: 11.8 sq um
Reg2reg start: led
Reg2Reg Depth: 1
Crit-path leading delay family: flip-flops
Post-Synthesis Cell Area: 141 sq um
Chip area: 0.00640 sq mm
RSZ-0062 raised after global routing: yes
DR vias: 180
Crit Path Class: flip-flop to output port
Detailed Routing Iterations Pass 1: 2
Clock sinks: 3
Critical Path RT: 0.80 ns
Clock Latency Late Sink: 0.23 ns
Final ANT Viol Nets: 0
CP Cell Sequence: buf_2
Drt initial violations: 2
Count of tool warnings: 29
Ant. Diodes: 0
Core Util, Final: 0.115
WL final: 745 um
YS chip area: 141 sq um
Stages on worst setup path: 1
Row count: 21
Ratio of cells with drive above 1 in the final layout: 0.257
Pins over their slew limit: 0
Core Footprint: 0.00342 sq mm
Min-delay worst type: input pin to async pin
Final Cycle Share: 1.01
H-tree Lvls: 1
CP bufs+invs: 1
Drt drc: 0
GRT overflow: 0
Fmax: 0.988 GHz
Post-synth regs: 3
Final Hold Viols: 0
Cell area leaders: dfrtp_1 35%, dfstp_2 19%, a211oi_2 8.8%, a2111o_1 8.0%, a211o_1 6.2%
Leakage power figure: 0.161 nW
CP peak stage delay: 0.50 ns
Io pins: 23
Worst vdd ir: 0.000203 V
Cell taking the most area after synthesis: dfrtp_1
Post-DP HPWL: 653 um
Number of max-cap violations: 0
Critical R2R Capture: vibration
Library cells used by synthesis: 10
Final estimated routing congestion in global placement: 0.782
Setup_tns: -0.0132 ns
Worst setup margin: -0.0117 ns
Power, Total: 0.000414 W
Worst Path Max Fanout: 1
Vias per cell: 2.22
Worst-path clk slew: 0.04 ns
Vias in the first global route: 226
Die Span Y: 80 um
Worst R2R Setup Slack: 0.38 ns
-- cells by family after synthesis --
group,share of synthesized area
and+or+nand+nor,0.0443
AOI/OAI and AO/OA,0.283
DFF,0.540
other,0.0265
buffers and inverters,0.106
-- power breakdown --
part | switching, W | internal (W) | leakage (nW)
clock | 0.0000623 | 0.000150 | 0.0150
sequential | 0.00000138 | 0.000128 | 0.0289
combinational | 0.0000179 | 0.0000550 | 0.117
-- worst max-delay path by stage --
stage               to  slack, ns          from
6_report  light_output      -0.01  light_output
4_1_cts   light_output      -0.02  light_output
5_1_grt   light_output      -0.04  light_output
-- final cells by class --
type / instances / area (sq um)
fillers: 413 / 3020
repair buffers: 20 / 176
flip-flops and latches: 3 / 76.3
well taps: 46 / 57.6
multi-input cells: 6 / 50.0
clock buffers: 4 / 26.3
inverters: 2 / 7.51
-- cell usage in the layout, fill, tap and decap left out, types with 2 or more instances in the layout --
| cell | netlist | final |
|---|---|---|
| inv_1 | 2 | 2 |
| dfrtp_1 | 2 | 2 |
| buf_2 | 0 | 2 |
| clkdlybuf4s50_1 | 0 | 8 |
| clkbuf_4 | 0 | 3 |
| dlygate4sd2_1 | 0 | 5 |
| clkdlybuf4s15_1 | 0 | 3 |
-- Yosys cell counts, drive strengths merged --
cell type and count:
a2111o 1, a211o 1, a211oi 1, a21boi 1
buf 1, conb 1, dfrtp 2, dfstp 1
inv 2, nand4 1
-- flip-flops by register name, summed over array words and instances (netlist names) --
signal / count
light_output: 1
vibration: 1
led: 1
-- repair_timing --
item / in CTS / in global routing
endpoints found under the hold margin: 0 / 0
gates resized: 20 / 1
pin swaps: 4 / 0
setup endpoints to repair: 4 / 2
-- routing by layer --
metal / routed length, um / global-route usage / part of all wire / vias to the layer above
li1: - / - / - / 88
met1: 379 / 0.0300 / 0.51 / 71
met2: 177 / 0.0225 / 0.24 / 19
met3: 179 / 0.0295 / 0.24 / 2
met4: 8 / 0.00704 / 0.011 / 0
met5: 0 / 0 / 0 / -
-- per-stage QoR --
step	worst slack (ns)	hold WS (ns)	std cells	cell area, sq um
after floorplan	0.0196	-0.0471	12	141
after global placement	-0.478	0.375	77	389
after detailed placement	-0.486	0.374	77	389
after CTS	-0.0241	0.131	81	399
after global routing	-0.0421	0.155	81	394
final	-0.0117	0.139	81	394
Power figures rest on the tool's default switching activity, not on a simulated workload.
